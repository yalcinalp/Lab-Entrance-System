[flow/run.sh]
#!/bin/bash
# OpenROAD 26Q1-2900-gdf79404cd8, Yosys 0.63+post, stock flow scripts
make -C /OpenROAD-flow-scripts/flow DESIGN_CONFIG=/design/flow/config.mk WORK_HOME=/design/flow/orfs finish
[flow/config.mk]
export PLATFORM = sky130hd
export DESIGN_NAME = lab3_2
export DESIGN_NICKNAME = lab3_2
export VERILOG_FILES = /design/flow/design.v
export SDC_FILE = /design/flow/constraint.sdc
export NUM_CORES = 4
export LEC_CHECK = 1
export CORE_AREA = 10 10 90 90
export DIE_AREA = 0 0 100 100
[flow/constraint.sdc]
current_design lab3_2

set clk_period 3.7
set clk_io_pct 0.2

create_clock -name clk0 -period $clk_period [get_ports {CLK}]

set non_clock_inputs [all_inputs -no_clocks]
set_input_delay [expr $clk_period * $clk_io_pct] -clock clk0 $non_clock_inputs
set_output_delay [expr $clk_period * $clk_io_pct] -clock clk0 [all_outputs]
[flow/design.v]
`timescale 1ns / 1ps 
module lab3_2(
			input[4:0] smartCode,
			input CLK, 
			input lab,  
			input [1:0] mode,  
			output reg [5:0] numOfStuInMera,
			output reg [5:0] numOfStuInDigital,
			output reg restrictionWarnMera, 
			output reg isFullMera,  
			output reg isEmptyMera,  
			output reg unlockMera,	 
			output reg restrictionWarnDigital, 
			output reg isFullDigital,  
			output reg isEmptyDigital,  
			output reg unlockDigital  
	);
			reg isodd;
			reg[2:0] tmp_var;
	initial begin
			numOfStuInMera=0;
			numOfStuInDigital=0;
			restrictionWarnMera=0;
			isFullMera=0;
			isEmptyMera=1'b1;
			unlockMera=0;		
			restrictionWarnDigital=0;
			isFullDigital=0;
			isEmptyDigital=1'b1;
			unlockDigital=0;
			isodd = 0;
			tmp_var = 0;
	end
	always @(posedge CLK)
	begin
	unlockMera=0;
	unlockDigital=0;
	restrictionWarnMera=0;
	restrictionWarnDigital=0;
	tmp_var = smartCode[0] + smartCode[1] + smartCode[2] + smartCode[3] + smartCode[4];
	if(tmp_var % 2 == 1)
	begin
	    isodd = 1; 
	end
	if(mode == 1)
	begin
		if(lab == 1)
		begin
			if(isFullMera == 1)
			begin
			end
			if(numOfStuInMera < 30)
			begin
				if(numOfStuInMera < 15)
				begin 
				unlockMera=1;
				numOfStuInMera = numOfStuInMera + 1;
				isEmptyMera = 0;
					if(numOfStuInMera == 30)
					begin
					isFullMera = 1;
					end
				end
				else if(numOfStuInMera >= 15)
				begin
					if(^smartCode == 1)
					begin
					restrictionWarnMera = 1;
					end
					if(^smartCode == 0)
					begin
					restrictionWarnMera = 0;
					unlockMera=1;
					numOfStuInMera = numOfStuInMera + 1;
					isEmptyMera = 0;
						if(numOfStuInMera == 30)
						begin
						isFullMera = 1;
						end
					end
				end
			end
		end
		if(lab == 0)
		begin
			if(isFullDigital == 1)
			begin
			end
			if(numOfStuInDigital < 30)
			begin
				if(numOfStuInDigital < 15)
				begin 
				unlockDigital=1;
				numOfStuInDigital = numOfStuInDigital + 1;
				isEmptyDigital = 0;
					if(numOfStuInDigital == 30)
					begin
					isFullDigital = 1;
					end
				end
				else if(numOfStuInDigital >= 15)
				begin
					if(^smartCode == 0)
					begin
					restrictionWarnDigital = 1;
					end
					else if(^smartCode == 1)
					begin
					restrictionWarnDigital = 0;
					unlockDigital=1;
					numOfStuInDigital = numOfStuInDigital + 1;
					isEmptyDigital = 0;
						if(numOfStuInDigital == 30)
						begin
						isFullDigital = 1;
						end
					end
				end
			end		
		end
	end
	if(mode == 0)
	begin 
		if(lab == 0)
		begin
			if(isEmptyDigital == 0)  
			begin
			unlockDigital = 1;
			numOfStuInDigital = numOfStuInDigital-1;
			isFullDigital = 0;
				if(numOfStuInDigital == 0)
				begin
					isEmptyDigital = 1;
				end
			end
		end
		if(lab == 1)
		begin
			if(isEmptyMera == 0)  
			begin
				unlockMera = 1;
				numOfStuInMera = numOfStuInMera-1;
				isFullMera = 0;
				if(numOfStuInMera == 0)
				begin
					isEmptyMera = 1;
				end
			end
		end
	end
	else
	begin
	end 
	end	 
endmodule
==> results.toml <==
# physical design summary
[finish]
drive_gt1_share_pct = 11.5
logic_area_um2 = 962
final_util_pct = 29.5
nFillCells = 656
register_area_um2 = 400
lay_top_count = "clkdlybuf4s50_1"
layout_top_cells = "28 x clkdlybuf4s50_1, 20 x dfxtp_1, 14 x nand2_1"
area_growth_syn_to_layout_pct = 29.8

[worst_hold_path]
hp-class = "reg -> reg"

[yosys]
top_cells_by_area = "dfxtp_1 28%, ha_1 7.0%, xnor2_1 6.1%"
yosys.area.top_type = "dfxtp_1"
synthesis.area_um2 = 1430
top_area_share_pct = 28.1
ys.flops = 20
ys_chip_area_um2 = 1430
ys_types = 48
ys_cells = 160
syn-instance-count = 160
synth.avg_cell_area_um2 = 8.91
yosysSeqAreaShare_pct = 28.1
ys_warn_count = 1

[floorplanning]
pin_count = 29
chip_area_um2 = 10000
die_h_um = 100
die_x_um = 100
initCoreUtil_pct = 22.7
coreArea_um2 = 6280
num_rows = 29

[timing]
finalSetupTns_ps = 0
post-route-min-period_ps = 3190
fmax_ghz = 0.314
rsz0062_at_grt = "no"
fin_crit_sh_pct = 86.2
finalSetupViolCount = 0
hold_slack_ps = 476
worstMarginPinSlew_ps = 756
timing.slew.headroom_pct = 48.9
fin_worst_skew_ps = 0.770
slew_violations = 0
hold_viol_final = 0

[run]
drv_cap = 0
tool_warnings = 29

[global_routing]
grt_pass1_wl_um = 6180
grt_overflow = 0
grt_pass1_vias = 1243
antenna_found_initial = 0
grt_start_max_net_pins = 13
grt_usage_pct = 7.23

[cts]
cts-root-buf = "clkbuf_8"
ctsLongestPathBuffers = 2
postCtsHoldBufs = 0
cts_tree = "built"
clock_sinks = 20
clock_latency_ps = 250
cts_buffers = 3
post_cts_buffers = 0
htreeDepth = 1
clkTransAtPathRegs_ps = 70
cts_resized = 0

[pwr]
p_sw_share_pct = 41.4
comb_power_share_pct = 54.1
leakage_uw = 0.000684
p_per_area_nw_per_um2 = 677
p_switching_uw = 519
pwr-share-seq_pct = 34.5
clkPwrFrac_pct = 11.3
ir_drop_v = 0.000185
p_int_uw = 734

[critical_path]
crit_chain = "clkdlybuf4s50_1, xnor3_2, xnor2_2, buf_4, o21ai_2, nor2_1, a21oi_1, ha_1, nand4b_1, nor2_1, nand3b_1, o211ai_1"
cp-end-kind = "register"
path_delay_family = "AND-OR/OR-AND gates"
cp_data_arrival_time_ps = 3360
critPathSlowestCell = "xnor3_2"
cp-start-kind = "input pin"
crit_required_ps = 3870
cp_common_cell = "nor2_1"
cp_num_buf_inv = 2
path_class = "in -> reg"
worstPathMaxFanout = 10
max_stage_delay_ps = 470

[detailed_routing]
drt-total-wl_um = 3490
wl_per_cell_um = 13.0
vias = 1255
drc = 0
detail-route-antenna-nets = 0
drt_iter0_drc = 113
viasPerCell = 4.67
dr.pass1.iters = 4
antenna_cells = 0

[place]
portBuffers = 28
dp_hpwl_um = 2770
place.gp.congestion = 0.815

[status]
outcome = "completed"
==> registers in the layout (all words and copies together) (netlist names) <==
name / cells
numOfStuInMera: 6
isFullDigital: 1
unlockDigital: 1
numOfStuInDigital: 6
isEmptyMera: 1
unlockMera: 1
restrictionWarnDigital: 1
isEmptyDigital: 1
restrictionWarnMera: 1
isFullMera: 1
==> worst reg2reg max path: cells and delay by family, from the launching register on <==
| family | cells | cell delay (ps) |
|---|---|---|
| fa+ha+maj | 2 | 510 |
| simple gates | 5 | 880 |
| compound gates | 3 | 530 |
| flops | 1 | 470 |
==> per-layer routing <==
layer	up-vias	track usage [%]	wire length, um
met1	570	10.4	1690
met4	0	0.978	55
met5	-	0	0
li1	643	-	-
met3	4	1.60	254
met2	38	11.1	1490
==> path summary, 6_finish.rpt <==
path	from	endpoint	slack (ps)	cells past startpoint
worst min register to register	isFullMera	isFullMera	480	2
worst max-delay path	smartCode[1]	isEmptyMera	510	12
worst max register to register	numOfStuInDigital[1]	isEmptyDigital	1220	10
worst min-delay path	isFullMera	isFullMera	480	2
==> cell families (layout without fill, tap and decap cells) <==
group / after synthesis / after routing / synth area share [%]
AND-OR/OR-AND: 24 / 24 / 13.2
XOR/XNOR: 22 / 22 / 16.9
adder cells (fa/ha/maj): 8 / 8 / 7.02
buffers and inverters: 13 / 45 / 4.47
flip-flops: 20 / 20 / 28.1
multiplexers: 3 / 3 / 2.11
AND/OR/NAND/NOR: 70 / 70 / 28.2
==> power groups by stage <==
stage	combinational [uW]	sequential [uW]	clock (uW)
final	678	433	142
after global routing	775	454	158
after CTS	688	435	148
==> cell type report <==
cell class                      instances  share of cell area [%]
Timing Repair Buffer                   33                    17.2
Sequential cell                        20                    21.6
Multi-Input combinational cell        127                    52.0
Inverter                                9                    1.82
Tap cell                               77                    5.20
Clock buffer                            3                    2.23
==> cell usage after synthesis, drive strengths merged <==
| cell | n |
|---|---|
| dfxtp | 20 |
| nand2 | 14 |
| nor2 | 13 |
| xnor2 | 12 |
| inv | 9 |
| xor2 | 9 |
| ha | 8 |
| nand3 | 6 |
| o21ai | 5 |
| a211oi | 4 |
| a21oi | 4 |
| nand4 | 4 |
| nor3 | 4 |
| nor4 | 4 |
| and3 | 3 |
| mux2i | 3 |
| nand4b | 3 |
| nor4b | 3 |
| or2 | 3 |
| and2 | 2 |
| buf | 2 |
| clkbuf | 2 |
| nand2b | 2 |
| nand3b | 2 |
| nand4bb | 2 |
| nor2b | 2 |
| o211ai | 2 |
| o221ai | 2 |
| a2111oi | 1 |
| a311o | 1 |
| a31oi | 1 |
| a32o | 1 |
| a41oi | 1 |
| nor3b | 1 |
| o31a | 1 |
| o31ai | 1 |
| or3b | 1 |
| or4 | 1 |
| xnor3 | 1 |
==> metrics by stage <==
step,total power [uW],setup slack [ps],area (um2),cells
finish,1250,512,1850,269
global route,1390,283,1850,269
CTS,1270,509,1850,269
detailed placement,1120,265,1810,266
global placement,1120,276,1810,266
floorplan,852,913,1430,160
Power and IR drop assume default switching activity.
